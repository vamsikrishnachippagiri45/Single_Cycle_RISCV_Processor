==> design.v <==
`timescale 1ns / 1ps
module Registers(Rr1,Rr2,Rd1,Rd2,Write_address,Write_data,reg_write,clk);
input [4:0]Rr1;
input [4:0]Rr2;
input [4:0]Write_address;
input [31:0]Write_data ;
input reg_write,clk;
output [31:0]Rd1,Rd2;
reg [31:0] Mem_reg[0:31];
assign Rd1 = Mem_reg[Rr1];
assign Rd2 = Mem_reg[Rr2];
always @(negedge clk)
begin
    Mem_reg[0] = 32'h00000000;
    if(reg_write && ~(|Write_address))
    begin 
    Mem_reg[Write_address] <= Write_data ;
    end
end
endmodule
==> run.sh <==
#!/bin/bash
# OpenROAD 26Q1-2900-gdf79404cd8, Yosys 0.63+post, stock flow scripts
make -C /OpenROAD-flow-scripts/flow DESIGN_CONFIG=/design/flow/config.mk WORK_HOME=/design/flow/orfs finish
==> config.mk <==
export PLATFORM = sky130hd
export DESIGN_NAME = Registers
export DESIGN_NICKNAME = Registers
export VERILOG_FILES = /design/flow/design.v
export SDC_FILE = /design/flow/constraint.sdc
export NUM_CORES = 4
export LEC_CHECK = 1
export CORE_UTILIZATION = 40
==> constraint.sdc <==
current_design Registers

set clk_period 10.3
set clk_io_pct 0.2

create_clock -name clk0 -period $clk_period [get_ports {clk}]

set non_clock_inputs [all_inputs -no_clocks]
set_input_delay [expr $clk_period * $clk_io_pct] -clock clk0 $non_clock_inputs
set_output_delay [expr $clk_period * $clk_io_pct] -clock clk0 [all_outputs]
==> impl_metrics.json <==
{
  "grt_start_max_net_pins": 94,
  "root_buffer": "sky130_fd_sc_hd__clkbuf_16",
  "report.final.setup_viol": 0,
  "yosys.stat.seqShare": 0.628,
  "yosys-mux-area-fraction": 0.211,
  "postPlaceCellArea_um2": 54700,
  "worst_setup_path_start_kind": "flop",
  "setup_slack_ps": 649,
  "cap_violations": 0,
  "h_tree_lvls": 3,
  "path_cells": "mux2i_1 -> a22o_1 -> nor3_1 -> a31oi_1 -> nand3_1 -> clkdlybuf4s50_1",
  "num_antenna_cells": 0,
  "cts_tree": "done",
  "maxSlewViolCount": 0,
  "netlist_logic_family_top": "multiplexers",
  "largest_register_ffs": 1024,
  "chipHeight_um": 350,
  "number_of_antenna_violations_at_the_first_check_in_global_routing": 3,
  "drtIter0Drc": 1362,
  "simple_gate_area_frac": 0.0477,
  "synth_area_per_cell_um2": 14.3,
  "core_util_floorplan": 0.404,
  "post_synth_inst_count": 3379,
  "port_buffers": 112,
  "fp-row-count": 127,
  "yosys_cell_count": 3379,
  "all_layer_gr_usage": 0.200,
  "drt-pass1-iter-count": 5,
  "cpMaxStageDelayCell": "sky130_fd_sc_hd__clkdlybuf4s50_1",
  "ys_warn_count": 1,
  "worstPathMaxFanout": 2,
  "finalWirelength_um": 113000,
  "post_synth_fa_ha_maj_area_fraction": 0,
  "core_area_um2": 120000,
  "max-clock-path-buffers": 3,
  "drt_drc_violations_left": 0,
  "fp.dieW_um": 350,
  "grt_first_pass_wirelength_um": 175000,
  "yosys.stat.chipArea_um2": 48500,
  "gp_congestion": 0.787,
  "hold_class": "in -> out",
  "yosys_xor_share": 0,
  "hold_start": "Rr1[1]",
  "detailroute.via_count": 33600,
  "viasPerCell": 4.69,
  "cts_inserted_buffers": 117,
  "power_leakage_nw": 29.7,
  "dpl_worst_slack_ps": 1130,
  "setup_total_negative_slack_ps": 0,
  "chipArea_um2": 123000,
  "grt_overflow": 0,
  "power-per-cell-area_nw_per_um2": 192,
  "postRouteAntennaNets": 0,
  "largest_delay_share_family_worst_path": "buffers and inverters",
  "detail_route.wl_per_cell_um": 15.8,
  "worst_setup_path_end_kind": "output port",
  "power.ir.vdd_worst_mv": 0.162,
  "cts.repair.resized": 0,
  "post_cts_buffers": 0,
  "tritoncts_num_sinks": 1024,
  "post_route_cells_drive_above_1_share": 0.0537,
  "first_global_vias": 35500,
  "run_status": "finished clean",
  "slowest_delay_ps": 510,
  "setup_repair_after_global_routing_missed_its_margin": "no",
  "finalInstanceArea_um2": 62600,
  "worst-endpoint-required_ps": 8240,
  "cts_hold_repair.buffers": 0,
  "crit_type": "reg -> out",
  "top_level_ports": 113,
  "hold_violation_total_from_the_final_report": 0,
  "cp.buffers_inverters": 1,
  "setup.worst_path.start": "Mem_reg[2][20]",
  "tool_warnings": 1027,
  "postSynthRegisterBits": 1024,
  "synth_cell_type_count": 25,
  "post-layout-total-power_mw": 12.0,
  "cp_data_arrival_time_ps": 7590,
  "hpwlAfterDp_um": 58100,
  "dpl.cell_count": 5924,
  "timing.max_slew.rel_slack": 0.402,
  "tightest_slew_ps": 897,
  "finalNonFillerCells": 7166,
  "syn-cell-area_um2": 48500,
  "area_growth_syn_to_layout_pct": 29.2,
  "worst_setup_hold_path_clk_slew_ps": 30,
  "post_synth_aoi_oai_area": 0.0809
}
## power by group
group | internal (mW) | switching, mW | leakage (nW)
Sequential | 4.98 | 0.138 | 9.97
Combinational | 0.453 | 0.625 | 12.3
Clock | 3.21 | 2.59 | 7.49
Total | 8.64 | 3.36 | 29.7
## cells by family (layout without fill, tap and decap cells)
logic type | after synthesis | in the layout
AOI/OAI and AO/OA | 576 | 576
DFF | 1024 | 1024
and+or+nand+nor | 498 | 498
muxes | 1024 | 1024
other | 1 | 992
buffers and inverters | 256 | 1440
## placed cells by master, fill, tap and decap left out, drive strengths merged
master	n
inv	1065
mux2i	1024
edfxtp	992
conb	992
nand2	194
a22oi	192
a21oi	192
nand3	192
a22o	128
clkbuf	120
clkdlybuf4s50	110
buf	87
nor3	65
a31oi	64
and2	34
dfxtp	32
clkinvlp	32
bufinv	23
nor2b	4
nand2b	4
clkinv	3
nor2	2
or2	2
or4b	1
## Yosys cell counts
cell,number,area (um2)
sky130_fd_sc_hd__a22o_1,128,1120
sky130_fd_sc_hd__buf_4,54,405
sky130_fd_sc_hd__nor3_2,1,10.0
sky130_fd_sc_hd__or2_2,2,12.5
sky130_fd_sc_hd__edfxtp_1,992,29800
sky130_fd_sc_hd__a22oi_1,192,1440
sky130_fd_sc_hd__nand2_1,194,728
sky130_fd_sc_hd__nand3_1,192,961
sky130_fd_sc_hd__conb_1,1,3.75
sky130_fd_sc_hd__inv_1,1,3.75
sky130_fd_sc_hd__buf_1,9,33.8
sky130_fd_sc_hd__a21oi_1,192,961
sky130_fd_sc_hd__dfxtp_1,32,641
sky130_fd_sc_hd__clkbuf_1,70,263
sky130_fd_sc_hd__buf_2,81,405
sky130_fd_sc_hd__buf_6,37,417
sky130_fd_sc_hd__nor2b_1,4,25.0
sky130_fd_sc_hd__and2_1,34,213
sky130_fd_sc_hd__clkbuf_4,4,30.0
sky130_fd_sc_hd__nor2_1,2,7.51
sky130_fd_sc_hd__mux2i_1,1024,10200
sky130_fd_sc_hd__or4b_1,1,10.0
sky130_fd_sc_hd__nand2b_1,4,25.0
sky130_fd_sc_hd__nor3_1,64,320
sky130_fd_sc_hd__a31oi_1,64,400
## metal layers
| metal | track usage | vias up | wire length, um |
|---|---|---|---|
| li1 | - | 16500 | - |
| met1 | 0.265 | 15900 | 47000 |
| met2 | 0.289 | 993 | 53000 |
| met3 | 0.103 | 202 | 10200 |
| met4 | 0.0857 | 2 | 2810 |
| met5 | 0 | - | 17 |
## final timing paths
kind / endpoint / slack, ps / cells past startpoint
worst max-delay path: Rd2[20] / 650 / 6
worst min-delay path: Rd1[14] / 5220 / 6
## final cells by class
class | instances | area [um2]
Sequential cell | 1024 | 30400
Timing Repair Buffer | 197 | 1940
Fill cell | 10100 | 57400
Clock inverter | 1123 | 4950
Clock buffer | 120 | 3000
Tap cell | 1612 | 2020
Multi-Input combinational cell | 3090 | 20300
## tightest hold or removal path, cell delays in order
cell                              delay, ps
sky130_fd_sc_hd__buf_8                  210
sky130_fd_sc_hd__mux2i_1                210
sky130_fd_sc_hd__nand2_1                 60
sky130_fd_sc_hd__nand3_1                 60
sky130_fd_sc_hd__nand3_1                100
sky130_fd_sc_hd__clkdlybuf4s50_1        410
## metrics by stage
stage          hold slack, ps  utilization
2_1_floorplan            4380            -
3_3_place_gp             5270        0.456
3_5_place_dp             5250        0.456
4_1_cts                  5270        0.522
5_1_grt                  5300        0.522
6_report                 5220        0.522
No activity file was given, so power comes from the tool's default toggle rates.

## flow/run.sh

```bash
#!/bin/bash
# OpenROAD 26Q1-2900-gdf79404cd8, Yosys 0.63+post, stock flow scripts
make -C /OpenROAD-flow-scripts/flow DESIGN_CONFIG=/design/flow/config.mk WORK_HOME=/design/flow/orfs finish
```

## flow/config.mk

```make
export PLATFORM = sky130hd
export DESIGN_NAME = Program_counter
export DESIGN_NICKNAME = Program_counter
export VERILOG_FILES = /design/flow/design.v
export SDC_FILE = /design/flow/constraint.sdc
export NUM_CORES = 4
export LEC_CHECK = 1
export CORE_AREA = 10 10 71 71
export DIE_AREA = 0 0 81 81
```

## flow/constraint.sdc

```tcl
current_design Program_counter

set clk_period 1.0
set clk_io_pct 0.2

create_clock -name clk0 -period $clk_period [get_ports {clk}]

set non_clock_inputs [all_inputs -no_clocks]
set_input_delay [expr $clk_period * $clk_io_pct] -clock clk0 $non_clock_inputs
set_output_delay [expr $clk_period * $clk_io_pct] -clock clk0 [all_outputs]
```

## flow/design.v

```verilog
`timescale 1ns / 1ps
module Program_counter(reset,clk,PC_in,PC_out);
input reset,clk;
input [13:0]PC_in ;
output reg [13:0]PC_out ;
always @(posedge clk)
begin
if(reset) PC_out <= 14'b00000000000000;
else PC_out <= PC_in ;
end
endmodule
```

==> flow_metrics.py <==
# Physical implementation metrics
metrics = {
    "outcome": {
        "status": "finished clean",
    },
    "setup_path": {
        "worstPathBufferInverterCount": 1,
        "critPathKind": "reg2out",
        "required_ns": 0.80,
        "slowest_stage": "dfxtp_2",
        "cpPeakStageDelay_ns": 0.31,
        "crit_chain": "dlygate4sd2_1",
        "cp_top_family": "flip-flops",
        "critPathMaxFanout": 1,
        "cp.arrival_ns": 0.77,
        "worst_setup_path_start_kind": "flop",
        "crit_path_end_kind": "output port",
    },
    "final_timing": {
        "finalSetupViolations": 0,
        "rsz0062_at_grt": "no",
        "slew_violations": 0,
        "fmax_mhz": 1030,
        "finalSetupTns_ns": 0,
        "maxSlewHeadroom_pct": 86.6,
        "finalCriticalPeriod_ns": 0.967,
        "tightest_slew_ns": 0.200,
        "timing.hold.ws_ns": 0.506,
        "fin_ws_ns": 0.0326,
        "finalCritPeriodShare_pct": 96.7,
        "hold_violations": 0,
    },
    "layout": {
        "fillers": 393,
        "largest_reg_flops": 14,
        "drive_gt1_share_pct": 33.9,
        "lay_top_count": "clkdlybuf4s50_1",
        "reg_top3": "PC_out x14",
        "design_area_sq_um": 823,
        "comb_area_sq_um": 116,
        "regMostFlops": "PC_out",
        "lay_top_cells": "clkdlybuf4s50_1 (15), nor2b_2 (10), clkdlybuf4s15_1 (9)",
        "seq_area_sq_um": 288,
        "area_delta_synth_final_pct": 102,
    },
    "logic_synthesis": {
        "yosysUniqueCellTypes": 5,
        "yosys_warnings": 1,
        "synth_flops": 14,
        "ys_seq_share_pct": 68.7,
        "yosys_cells": 29,
        "ys_area_sq_um": 408,
        "synth.avg_cell_area_sq_um": 14.1,
        "synthCells": 29,
        "syn_area_sq_um": 408,
    },
    "clocking": {
        "cts_sinks": 14,
        "root_buffer": "clkbuf_8",
        "cts_buffer_depth": 2,
        "htreeDepth": 1,
        "cts_tree": "done",
        "cts_buffers": 3,
        "holdBufCountCts": 0,
        "path_clk_slew_ns": 0.06,
    },
    "pwr": {
        "p_leak_nw": 0.340,
        "p_per_area_nw_per_um2": 1540,
        "ir_drop_v": 0.00102,
    },
    "floorplan": {
        "design.core.area_sq_um": 3630,
        "io-pin-count": 30,
        "die-width_microns": 81,
        "fp.dieH_microns": 81,
        "die_area_sq_um": 6560,
        "num_rows": 22,
        "fp-utilization_pct": 11.2,
    },
    "placed_design": {
        "preCtsSetupSlack_ns": -0.113,
        "io_buffers": 29,
        "gp_congestion": 0.755,
        "place_area_sq_um": 767,
    },
    "global_route": {
        "grt_pass1_wl_microns": 1730,
        "grt_pass1_vias": 357,
        "grt_overflow": 0,
        "grtUsageTotal_pct": 3.50,
        "antenna_found_initial": 0,
        "grt_start_max_net_pins": 11,
    },
    "drt": {
        "vias": 308,
        "drc": 0,
        "drt_iter0_drc": 4,
        "antennaDiodeCount": 0,
        "routedWlPerCell_microns": 9.94,
        "wl_microns": 1090,
        "first_pass_iters": 2,
        "drtAntennaViolNets": 0,
        "via_per_inst": 2.80,
    },
    "min_path": {
        "hp-class": "in2reg",
    },
    "run": {
        "warnings": 25,
        "drv_cap": 0,
    },
}
## metal layers
metal  track usage (%)  routed length [microns]
met5                 0                        0
met4             0.173                        8
met3              4.68                      310
met2              3.90                      307
met1              4.06                      467
## report_power, final
part | internal (mW) | switching, mW
sequential | 0.591 | 0.00677
clock | 0.348 | 0.180
combinational | 0.110 | 0.0295
## stage by stage
stage | total power [mW] | instances | util [%]
after CTS | 1.29 | 110 | 22.2
after floorplan | 0.635 | 29 | -
after global placement | 0.765 | 106 | 21.1
after global routing | 1.35 | 110 | 22.7
after detailed placement | 0.766 | 106 | 21.1
final | 1.26 | 110 | 22.7
## synth_stat cells
library cell | number | area share, %
dfxtp_1 | 14 | 69
nor2b_2 | 10 | 21
and2b_1 | 3 | 5.5
buf_6 | 1 | 2.8
nor2b_1 | 1 | 1.5
## cells by family after synthesis
kind of cell | share of synthesized area (%)
buffers and inverters | 2.76
DFF | 68.7
and+or+nand+nor | 28.5
## final timing paths
check                   from         end  cells past startpoint
setup / recovery  PC_out[12]  PC_out[12]                      1
hold / removal      PC_in[1]   PC_out[1]                      2
## what timing repair did
item | CTS | global route
buffers inserted | 0 | 0
endpoints found under the setup margin | 14 | 9
resized | 17 | 12
## final cells by class
class / count / share of cell area, %
sequential: 14 / 35.0
clock buffer: 4 / 6.69
multi-input combinational: 14 / 14.1
tap: 48 / 7.29
timing repair buffer: 30 / 36.9
Power figures rest on the tool's default switching activity, not on a simulated workload.
